`run.sh`:
```
#!/bin/bash
# OpenROAD 26Q1-2900-gdf79404cd8, Yosys 0.63+post, stock flow scripts
make -C /OpenROAD-flow-scripts/flow DESIGN_CONFIG=/design/flow/config.mk WORK_HOME=/design/flow/orfs finish
```
`config.mk`:
```
export PLATFORM = sky130hd
export DESIGN_NAME = top_module
export DESIGN_NICKNAME = top_module
export VERILOG_FILES = /design/flow/design.v
export SDC_FILE = /design/flow/constraint.sdc
export NUM_CORES = 4
export LEC_CHECK = 1
export CORE_AREA = 10 10 93 93
export DIE_AREA = 0 0 103 103
```
`design.v`:
```
module top_module(
    input clk,
    input reset,
    input ena,
    output reg pm,
    output reg [7:0] hh,
    output reg [7:0] mm,
    output reg [7:0] ss); 
    wire cout_s_h;
    wire cout_m_l;
    wire cout_m_h;
    wire cout_h_l;
    wire cout_h_h;
    wire cout_pm;
    wire flag_hh_12;
    wire flag_hh_9;
    always @ (posedge clk) begin
        if(reset)
            ss[3:0]<=1'b0;
        else if(ena)begin
            if(ss[3:0]==4'd9)
                ss[3:0]<=4'd0;
            else
                ss[3:0]<=ss[3:0] + 1'b1;
        end
        else
            ss[3:0]<=ss[3:0];
    end
        assign  cout_s_h = (ss[3:0]==4'd9)?1'b1:1'b0;   
    always @ (posedge clk) begin
        if(reset)
            ss[7:4]<=1'b0;
        else if(cout_s_h&ena)begin
            if(ss[7:4]==4'd5)
                ss[7:4]<=4'd0;
            else
                ss[7:4]<=ss[7:4] + 1'b1;
        end
        else
            ss[7:4]<=ss[7:4];
    end        
        assign cout_m_l =  (ss[7:4]==4'd5&&ss[3:0]==4'd9)? 1'b1:1'b0;
    always @ (posedge clk) begin
        if(reset)
            mm[3:0]<=1'b0;
        else if(cout_m_l&ena)begin
            if(mm[3:0]==4'd9)
                mm[3:0]<=4'd0;
            else
                mm[3:0]<=mm[3:0] + 1'b1;
        end
        else
            mm[3:0]<=mm[3:0];
    end        
        assign cout_m_h = (mm[3:0]==4'd9&&cout_m_l)? 1'b1:1'b0;   
    always @ (posedge clk) begin
        if(reset)
            mm[7:4]<=1'b0;
        else if(cout_m_h&ena)begin
            if(mm[7:4]==4'd5)
                mm[7:4]<=4'd0;
            else
                mm[7:4]<=mm[7:4] + 1'b1;
        end
        else
            mm[7:4]<=mm[7:4];
    end          
        assign cout_h_l =(mm[7:4]==4'd5&&cout_m_h)?1'b1:1'b0;
    always @ (posedge clk) begin
        if(reset)
            hh[3:0]<=4'd2;
        else if(cout_h_l&ena)begin
            if(flag_hh_12)
                hh[3:0]<=4'd1;            
            else if(hh[3:0]==4'd9)
                hh[3:0]<=4'd0;
            else
                hh[3:0]<=hh[3:0] + 1'b1;
        end
        else
            hh[3:0]<=hh[3:0];
    end        
        assign flag_hh_9 =(hh[3:0]==4'd9)?1'b1:1'b0;    
    always @ (posedge clk) begin
        if(reset)
            hh[7:4]<=1'b1;
        else if(cout_h_l&ena)begin
            if(flag_hh_12)            
            	hh[7:4]<=4'd0;        
        	else if(flag_hh_9)
                hh[7:4]<=4'd1;
            else
                hh[7:4]<=hh[7:4];
        end
        else
            hh[7:4]<=hh[7:4];
    end         
    assign flag_hh_12 = (hh[7:4]==4'd1&&hh[3:0]==4'd2)?1'b1:1'b0;
    assign cout_pm =(hh[7:4]==4'd1&&hh[3:0]==4'd1&&cout_h_l)?1'b1:1'b0;
    always @ (posedge clk) begin
        if(reset)
            pm<=1'b0;
        else if(cout_pm&ena)
            pm<=pm + 1'b1;
        else
            pm<=pm;
    end            
endmodule
```
`constraint.sdc`:
```
current_design top_module

set clk_period 2.2
set clk_io_pct 0.2

create_clock -name clk0 -period $clk_period [get_ports {clk}]

set non_clock_inputs [all_inputs -no_clocks]
set_input_delay [expr $clk_period * $clk_io_pct] -clock clk0 $non_clock_inputs
set_output_delay [expr $clk_period * $clk_io_pct] -clock clk0 [all_outputs]
```
==> flow_metrics.env <==
# yosys + openroad results
export IMPL_status="completed"
export IMPL_cp_slowest_stage_delay_ns=0.47
export IMPL_core_sq_um=6760
export IMPL_drive_gt1_frac=0.0788
export IMPL_crit_arrival_ns=2.05
export IMPL_area_leaders="dfxtp_1, a21oi_1, nor2b_1"
export IMPL_async_flop_share=0
export IMPL_setup_violations=0
export IMPL_grtUsageMet2=0.0785
export IMPL_numCtsBuffers=3
export IMPL_cp_slowest_cell="clkdlybuf4s50_1"
export IMPL_grt_max_degree=17
export IMPL_common_cells="dfxtp_1, a21oi_1, nor2_1, o21ai_0, nor2b_1"
export IMPL_edf_count=0
export IMPL_whs_ns=0.521
export IMPL_drc_errors=0
export IMPL_drv_cap=0
export IMPL_startpoint="ena"
export IMPL_ir_drop_mv=0.219
export IMPL_finalCriticalPeriod_ns=1.89
export IMPL_row_count=30
export IMPL_ys_seq_frac=0.377
export IMPL_placed_cell_area_sq_um=1500
export IMPL_ys_cells=139
export IMPL_ant_nets=0
export IMPL_die_h_microns=103
export IMPL_stdcell_count=245
export IMPL_final_area_sq_um=1550
export IMPL_port_buffers=24
export IMPL_cp_max_fo=11
export IMPL_met1_usage=0.0719
export IMPL_critPathKind="input port to register"
export IMPL_num_io_pins=28
export IMPL_gp_congestion=0.784
export IMPL_r2r_slack_ns=0.47
export IMPL_routedWlPerCell_microns=11.2
export IMPL_synth_avg_cell_area_sq_um=8.41
export IMPL_grt_pass1_wl_microns=4660
export IMPL_cts_setup_buffers=0
export IMPL_drt_total_wl_microns=2750
export IMPL_die_area_sq_um=10600
export IMPL_warnings=25
export IMPL_synth_area_leader_cell="dfxtp_1"
export IMPL_period_used=0.861
export IMPL_synth_chip_area_sq_um=1170
export IMPL_ys_warn_count=1
export IMPL_n_fill_cell=733
export IMPL_die_w_microns=103
export IMPL_powerDensity_nw_per_um2=466
export IMPL_drt_iter0_markers=41
export IMPL_min_path_type="register to register"
export IMPL_dr_pass1_iters=4
export IMPL_finalClockSkew_ns=0.00214
export IMPL_numSynthFlops=22
export IMPL_cts_resized=0
export IMPL_vias_per_cell=4.31
export IMPL_setup_tns_final_ns=0
export IMPL_cts_hold_buffers=0
export IMPL_place_ws_ns=0.0377
export IMPL_cp_end_kind="register"
export IMPL_synth_distinct_cells=41
export IMPL_dr_total_vias=1056
export IMPL_final_hold_viol_count=0
export IMPL_setup_slack_ns=0.306
export IMPL_syn_inst=139
export IMPL_holdCritStartpoint="mm[5]$_SDFFE_PP0P_"
export IMPL_synth_top_area_share=0.377
export IMPL_clk_path_buf_depth=2
export IMPL_grt_use_total=0.0528
export IMPL_netlist_area_sq_um=1170
export IMPL_diodes=0
export IMPL_leakage_nw=0.511
export IMPL_worstPathRequired_ns=2.35
export IMPL_fmax_mhz=528
export IMPL_rsz0062_at_grt="false"
export IMPL_grt_ovfl_total=0
export IMPL_dp_hpwl_microns=2030
export IMPL_cts_clk_slew_worst_paths_ns=0.08
export IMPL_cts_tree="yes"
export IMPL_cts_root_buf="clkbuf_8"
export IMPL_start_kind="input port"
export IMPL_h_tree_depth=1
export IMPL_grt_pass1_vias=1008
export IMPL_antenna_found_initial=0
export IMPL_seq_area_sq_um=440
export IMPL_grt_busiest_layer="met2"
export IMPL_path_cells="clkdlybuf4s50_1, and4b_1, nand4_2, nor3_1, mux2_2"
export IMPL_grtUsageMet3=0.0257
export IMPL_fp_util=0.173
export IMPL_r2r_start="ss[5]$_SDFFE_PP0P_"
export IMPL_syn_to_final_growth_pct=32.9
export IMPL_yosysMostFrequentCell="dfxtp_1"
export IMPL_layout_area_comb_sq_um=661
export IMPL_place_inst=241
export IMPL_ff_type="dfxtp_1"
export IMPL_clock_latency_ns=0.26
export IMPL_final_max_slew_violation_count=0
export IMPL_clock_sinks=22
==> path summary, 6_finish.rpt <==
check / end / cells past startpoint
min: mm[5]$_SDFFE_PP0P_ / 2
min reg2reg: mm[5]$_SDFFE_PP0P_ / 2
max: pm$_SDFFE_PP0P_ / 5
max reg2reg: pm$_SDFFE_PP0P_ / 4
==> through the flow <==
step                 util  power, mW
CTS                 0.230      0.738
detailed placement  0.222      0.448
global route        0.230      0.757
finish              0.230      0.724
global placement    0.222      0.449
floorplan               -      0.433
==> report_power, final <==
group          total, mW  internal, mW  switching, mW
sequential         0.408         0.401        0.00626
combinational     0.0308        0.0166         0.0141
clock              0.286         0.159          0.126
==> state kept, by name, indices dropped and copies added (netlist names) <==
| name | count |
|---|---|
| hh | 5 |
| mm | 8 |
| pm | 1 |
| ss | 8 |
==> layer usage <==
metal / vias to the layer above / routed length [microns] / share of wire
met5: - / 0 / 0
met4: 0 / 0 / 0
met3: 0 / 278 / 0.10
met2: 27 / 1090 / 0.40
met1: 473 / 1380 / 0.50
li1: 556 / - / -
==> final cells by class <==
class,instances,share of cell area
well taps,80,0.0645
multi-input cells,104,0.425
flip-flops and latches,22,0.284
repair buffers,28,0.174
clock buffers,4,0.0355
inverters,7,0.0169
==> placed cells by master, fill, tap and decap left out, types with 2 or more instances in the layout <==
cell type        instances
dfxtp_1                 22
nor2b_1                  8
xor2_1                   2
nand3_1                  3
nor4bb_1                 3
nand2_1                  6
clkdlybuf4s50_1         24
inv_1                    7
nand4_1                  4
xnor2_1                  3
a31oi_1                  2
conb_1                   3
clkbuf_8                 4
or3_1                    6
buf_4                    4
nor3b_1                  3
nand4b_1                 2
nor2_1                  10
mux2_2                   2
nor4_1                   2
o21ai_0                  9
nand2b_1                 2
and4b_1                  2
nor3_1                   5
a21oi_1                 12
==> logic make-up after synthesis <==
kind of cell,count (synthesis),share of synthesized area
muxes,3,0.0278
other,1,0.00321
AOI/OAI and AO/OA,30,0.153
DFF,22,0.377
and+or+nand+nor,63,0.337
xor gates and xnor gates,5,0.0375
buffers and inverters,15,0.0642
==> worst max-delay path: cells and delay by family <==
| kind | cells | cell delay (ns) |
|---|---|---|
| and+or+nand+nor | 3 | 0.79 |
| buffers and inverters | 1 | 0.47 |
| muxes | 1 | 0.35 |
Power figures rest on the tool's default switching activity, not on a simulated workload.
